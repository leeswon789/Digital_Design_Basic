$ cat design.v
`timescale 1ns / 1ps
module counter (
	clk, 
	rst_n, 
	cnt
);
input wire clk;
input wire rst_n;
output reg [6:0] cnt;
always @(posedge clk, negedge rst_n) 
begin
	if (rst_n == 0)
	begin
		cnt <= 0;
	end
	else if ( cnt < 100)
	begin
		cnt <= cnt + 1;
	end  
end
endmodule
$ cat run.sh
#!/bin/bash
# OpenROAD 26Q1-2900-gdf79404cd8, Yosys 0.63+post, stock flow scripts
make -C /OpenROAD-flow-scripts/flow DESIGN_CONFIG=/design/flow/config.mk WORK_HOME=/design/flow/orfs finish
$ cat config.mk
export PLATFORM = sky130hd
export DESIGN_NAME = counter
export DESIGN_NICKNAME = counter
export VERILOG_FILES = /design/flow/design.v
export SDC_FILE = /design/flow/constraint.sdc
export NUM_CORES = 4
export LEC_CHECK = 1
export CORE_AREA = 10 10 70 70
export DIE_AREA = 0 0 80 80
$ cat constraint.sdc
current_design counter

set clk_period 2.0
set clk_io_pct 0.2

create_clock -name clk0 -period $clk_period [get_ports {clk}]

set non_clock_inputs [all_inputs -no_clocks]
set_input_delay [expr $clk_period * $clk_io_pct] -clock clk0 $non_clock_inputs
set_output_delay [expr $clk_period * $clk_io_pct] -clock clk0 [all_outputs]
==> summary.txt <==
impl run done, here's what came out: post-cts sizing count=0, Root Buffer=clkbuf_4, Final Util=0.1440, synthesis area per yosys=327.8 um2, largest registers=cnt x7, Post-synth EDFFs=0, Design Area, Final=slightly below 500 um2, FF+latch area=175.2 um2, Async SR Flop Fraction=1.000, total power draw=0.0002748 W, max-cap violation count=0, final hold slack=between 0.4 and 0.5 ns, Routed Wire Length=~730 um, FP Core Util=0.09597, WP data arrival=around 1.3 ns, ANT nets after route=0, crit path buf inv count=1, share of layout cells above drive strength 1=0.2162, placed instance area=about 470 um2, Netlist cell types=16, ant diodes=0, Die Y=80 um, Area Overhead vs Synth=50.00%, MI comb area=between 150 and 200 um2, MUX share of area=0.08015, Placer Congestion=0.6770, DR vias=around 240, Pins Over Slew Limit=0, sequential cell area fraction in the yosys report=0.5344, Cell Chain, Critical Path=clkdlybuf4s50_1, Reg with most FFs=cnt, Syn Area/Cell=around 13 um2, data required time at the worst endpoint=1.60 ns, Syn. warnings=1, Cell area leaders=dfrtp_1 53%, o311ai_4 8.0%, xor2_1 5.3%, Setup Skew=around 0.0044 ns, simple share=0.1107, CTS Buffer Depth=2, first-pass GRT wire length=1.193 mm, largest fanout on the critical path=6, tool warnings=25, TNS Setup=0 ns, Yosys top cell by area=dfrtp_1, largest net degree at the start of global routing=8, Cells after Synth=25, top_reg_cell synth=dfrtp_1, Overflow after GRT=0, IO buf count=8, drt first pass iters=2, xor/xnor share=0.08015, Post-Synth AOI/OAI Area=0.1565, maximum clock rate=0.6024 GHz, max_slew headroom=0.7815, number of remaining DRC errors=0, routed len/inst=8.735 um, CP max stage cell=clkdlybuf4s50_1, DR iter-0 viols=23, ys flops=7, period utilization=0.8300, # Cells Yosys=25, crit path time final=around 1.7 ns, die width=roughly 80 um, Post CTS Setup Buffer Count=0, critical path's largest stage delay=between 0.5 and 0.6 ns, Largest register FFs=7, Final Hold Viols=0, most numerous cell in the Yosys netlist=dfrtp_1, Num Clock Sinks=7, kind of critical path=reg2out, CP Capture Type=output pin, RSZ-0062 raised after global routing=false, Peak VDD IR=0.0001136 V, vias in the first global route=about 250, DIE AREA=roughly 0.0064 mm2, worst hold path type=in2async, clock-pin transition on the worst setup and hold timing paths=~0.050 ns, Via density=approximately 2.9, Pwr Density=between 500 and 600 mW/mm2, Top cell area share=0.5344, GRT Total Usage=0.02419, CP Launch Type=register, status=finished, final reports clean, row count=21, adder share=0.03817, Num CTS Buffers=3, Post-CTS Hold Buffers=0, Netlist Area Pre-Place=between 300 and 400 um2, comb area leader=AND-OR/OR-AND gates, Tightest Pin Transition=about 0.33 ns, TritonCTS clock tree=built, FILL cells=between 300 and 400, Clock H-tree levels=1, Post-synth top cells=7 x dfrtp_1, 2 x a21oi_1, 2 x nand2_1, 2 x xor2_1, Finish-stage setup viols=0, leakage=slightly below 0.2 nW, # IOs=9, clk latency of the worst-skew pair=~0.25 ns, Crit path max-delay family=buffers and inverters, antenna violations before repair=0, Core ar.=approximately 0.0034 mm2
==> worst paths after layout <==
| path | cells after the start | start | endpoint | slack, ns |
|---|---|---|---|---|
| min reg2reg | 1 | cnt[0] | cnt[0] | 0.54 |
| max in group asynchronous | 1 | rst_n | cnt[3] | 1.35 |
| min | 1 | rst_n | cnt[6] | 0.41 |
| min in group clk0 | 1 | cnt[0] | cnt[0] | 0.54 |
| max reg2reg | 2 | cnt[4] | cnt[1] | 0.74 |
| max | 1 | cnt[3] | cnt[3] | 0.34 |
==> layout make-up <==
type | instances | share of cell area
clock buffers | 4 | 0.05344
multi-input cells | 18 | 0.3104
flip-flops and latches | 7 | 0.3562
well taps | 46 | 0.1170
repair buffers | 8 | 0.1628
==> logic make-up after synthesis <==
group | Yosys count
AND-OR/OR-AND | 5
AND/OR/NAND/NOR | 7
XOR/XNOR | 3
multiplexers | 2
flip-flops | 7
adder cells (fa/ha/maj) | 1
==> power by group <==
| part | total (W) | internal [W] | switching [W] |
|---|---|---|---|
| Combinational | 0.00000443 | 0.00000173 | 0.00000270 |
| Clock | 0.000129 | 0.0000762 | 0.0000524 |
| Sequential | 0.000142 | 0.000142 | 0 |
==> placed cells by master, fill, tap and decap left out, types with 2 or more instances in the layout <==
cell	Yosys	routed
clkdlybuf4s50_1	0	8
xor2_1	2	2
a21oi_1	2	2
clkbuf_4	0	3
nand2_1	2	2
dfrtp_1	7	7
==> metal layers <==
| metal | part of all wire | global-route usage | vias up | wire [um] |
|---|---|---|---|---|
| met1 | 0.41 | 0.02759 | 120 | 294 |
| met5 | 0 | 0 | - | 0 |
| met4 | 0.012 | 0.003521 | 0 | 9 |
| li1 | - | - | 114 | - |
| met3 | 0.19 | 0.02841 | 2 | 138 |
| met2 | 0.39 | 0.02889 | 8 | 283 |
==> metrics by stage <==
step                cells  setup slack (ns)
floorplan              25            0.8089
global placement       79            0.5995
detailed placement     79            0.6033
CTS                    83            0.3176
global route           83            0.2497
finish                 83            0.3400
Power is estimated from default activity; no workload was simulated.

==> ./design.v <==
`timescale 1ns / 1ps
module adder (
rst_n,
clk,
in1,
in2,
out
);
input wire rst_n;
input wire clk;
input wire [9:0] in1;
input wire [9:0] in2;
output reg [10:0] out;
always @(posedge clk, negedge rst_n) 
begin
	if (~rst_n) out <= 11'b0;
	else out <= {1'b0, in1} + {1'b0, in2};
end
endmodule 
==> ./run.sh <==
#!/bin/bash
# OpenROAD 26Q1-2900-gdf79404cd8, Yosys 0.63+post, stock flow scripts
make -C /OpenROAD-flow-scripts/flow DESIGN_CONFIG=/design/flow/config.mk WORK_HOME=/design/flow/orfs finish
==> ./config.mk <==
export PLATFORM = sky130hd
export DESIGN_NAME = adder
export DESIGN_NICKNAME = adder
export VERILOG_FILES = /design/flow/design.v
export SDC_FILE = /design/flow/constraint.sdc
export NUM_CORES = 4
export LEC_CHECK = 1
export CORE_AREA = 10 10 84 84
export DIE_AREA = 0 0 94 94
==> ./constraint.sdc <==
current_design adder

set clk_period 1.0
set clk_io_pct 0.2

create_clock -name clk0 -period $clk_period [get_ports {clk}]

set non_clock_inputs [all_inputs -no_clocks]
set_input_delay [expr $clk_period * $clk_io_pct] -clock clk0 $non_clock_inputs
set_output_delay [expr $clk_period * $clk_io_pct] -clock clk0 [all_outputs]
==> deck_impl_summary.md <==
Implementation Results

Run status
  – Status: finished, violations left
  – Failing checks: negative setup slack

Timing
  – Max_slew headroom: 82.2%
  – Final setup viols: 7
  – FMAX: 728 MHz
  – Tmin final: 1.37 ns
  – Worst-Margin Slew: 0.265 ns
  – Fin worst setup slack: -0.375 ns
  – Hold Fails Final Rpt: 0
  – Final Max Tran Viols: 0
  – Total Neg Setup Slack: -1.85 ns
  – RSZ-0062 raised after global routing: true
  – Tcrit/Tclk final: 137%

Synthesis
  – Number of cells in Yosys stat: 65
  – Netlist Area Pre-Place: 703 um^2
  – Cell area leaders: dfrtp_1 (39%), ha_1 (18%), xnor2_1 (7.5%), a21oi_1 (4.3%), a21o_1 (3.2%)
  – Post-synthesis async set-or-reset flop share: 100%
  – Yosys Chip Area: 703 um^2
  – Dominant register cell: dfrtp_1
  – Synth Instances: 65
  – Sequential element share of the synthesized area: 39.1%
  – Synth area leader: dfrtp_1
  – Syn. warnings: 1
  – Mapped Avg Cell Area: 10.8 um^2
  – #FFs+latches synth: 11
  – Top cell type's share of synthesized area: 39.1%
  – Count of library flops with an enable pin: 0
  – Cell Type Count: 23

Flow run
  – Max cap viols: 0
  – Count of tool warnings: 28

CTS
  – H-Tree Level Count: 1
  – Cts bufs inserted: 3
  – TritonCTS clock tree: yes
  – Max clock buf depth: 2
  – Clock sinks: 11
  – Root buffer cell: clkbuf_8
  – Worst-path clk slew: 0.05 ns

Die
  – Die H: 94 um
  – Die width: 94 um
  – Initial Util: 13.5%
  – Die area: 0.00884 mm^2
  – FP Rows: 26
  – Core area: 0.00520 mm^2
  – I/O pin count: 33

Final layout
  – Biggest register: out
  – Top Layout Cells: buf_4 (19), clkdlybuf4s15_1 (12), dfrtp_1 (11)
  – Layout overhead on the synthesized area: 104%
  – Final Instance Area: 0.00143 mm^2
  – Max FFs per register: 11
  – Fraction of layout cells with a size suffix above 1: 47.9%
  – Most frequent logic cell in the layout: buf_4
  – MI comb area: 568 um^2
  – Flop area: 275 um^2
  – Post-layout util: 27.5%
  – Largest registers: out: 11 flops
  – FILL cells: 549

Power
  – Switching share of power: 24.1%
  – Pleak: 0.621 nW
  – Pwr Density: 1120 mW/mm^2
  – Worst vdd ir: 0.000498 V
  – Internal power: 1.22 mW
  – Clock share of power: 25.7%
  – NetSw: 388 uW
  – Combinational power share: 39.8%
  – Sequential Power Share: 34.4%

Placed design
  – Area after DPL: 0.00132 mm^2
  – DP Wirelength: 1.74 mm
  – IO buf count: 32
  – Gpl congestion: 0.823

Min path
  – Hold Path Class: primary input to flip-flop
  – Hold Path Depth: 2

Routing
  – Final ANT Viol Nets: 0
  – Initial detailed-routing violation count: 13
  – Post-DR vias/cell: 3.32
  – DR vias: 638
  – Post-Route WL: 1.99 mm
  – First drt pass iteration count: 2
  – Routed len/inst: 10.3 um
  – Drt drc: 0

Critical path
  – Setup crit start: in1[0]
  – CP Max Fanout: 2
  – Critical path launch point type: primary input
  – CP Data Arrival Time: 1.52 ns
  – Worst Setup End Kind: flip-flop
  – Crit path to: out[8]$_DFF_PN0_
  – CP Data Required Time: 1.15 ns
  – WS Path Type: primary input to flip-flop

GRT
  – Initial antenna violation count: 1
  – Vias in the first global route: 680
  – First-pass GRT wire length: 3.13 mm
  – GR Overflow Total: 0
  – Largest net degree at the start of global routing: 12
  – GRT Util Overall: 4.31%
-- cell type report --
| class | instances | share of cell area (%) |
|---|---|---|
| Antenna cell | 1 | 0.175 |
| Clock buffer | 4 | 3.14 |
| Inverter | 4 | 1.05 |
| Multi-Input combinational cell | 50 | 39.6 |
| Sequential cell | 11 | 19.2 |
| Tap cell | 70 | 6.11 |
| Timing Repair Buffer | 52 | 30.7 |
-- synthesized netlist by cell type, types with 2 or more instances --
cell type  instances
and3_1             2
nor2_1             2
xnor2_1            6
ha_1              10
dfrtp_1           11
o21ai_0            3
a21oi_1            6
nand2b_1           2
o21a_1             2
xor2_1             2
inv_1              4
nand2_1            2
a21o_1             3
-- critical path, stage by stage --
cell,delay [ns]
buf_6,0.10
ha_4,0.15
inv_2,0.05
fa_2,0.18
nor2b_1,0.04
o21a_1,0.17
a31o_1,0.25
o41ai_2,0.23
xnor2_1,0.15
-- how the worst min path moves through the flow --
stage,startpoint,to
after CTS,in1[0],out[0]$_DFF_PN0_
final,in2[0],out[0]$_DFF_PN0_
after global routing,in2[0],out[0]$_DFF_PN0_
-- what timing repair did --
item                                    CTS  global route
cloned                                    0             0
endpoints found under the setup margin   21             8
setup buffers                             2             1
hold buffers                              0             0
resized                                  89             3
pin swaps                                17             9
-- routing by layer --
layer  up-vias  global-route usage (%)  part of all wire, %
met5         -                       0                    0
met4         0                   0.253                    0
met1       269                    6.09                   51
met3         0                    2.42                   14
li1        343                       -                    -
met2        26                    5.82                   34
-- per-stage QoR --
stage / hold WS [ns] / power (mW) / cells / setup WS, ns
6_report: 0.186 / 1.61 / 192 / -0.375
5_1_grt: 0.173 / 1.73 / 192 / -0.430
4_1_cts: 0.181 / 1.63 / 190 / -0.431
3_5_place_dp: 0.511 / 1.20 / 184 / -0.998
3_3_place_gp: 0.513 / 1.20 / 184 / -0.984
2_1_floorplan: -0.0956 / 0.784 / 65 / -0.459
-- power groups by stage --
stage	logic [mW]	clock network (mW)	registers [mW]
after CTS	0.648	0.433	0.554
after global routing	0.713	0.455	0.561
final	0.640	0.413	0.554
-- logic make-up after synthesis --
| group | after synthesis | synth area share, % |
|---|---|---|
| DFF | 11 | 39.1 |
| AOI/OAI and AO/OA | 18 | 18.0 |
| adders and majority gates | 11 | 20.6 |
| xor gates and xnor gates | 8 | 9.96 |
| buffers and inverters | 4 | 2.13 |
| and+or+nand+nor | 13 | 10.1 |
Power is estimated from default activity; no workload was simulated.

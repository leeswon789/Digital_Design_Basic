$ cat flow/design.v
`timescale 1ns / 1ps
module counter_loop (
clk,
rst_n,
cnt
);
input wire clk;
input wire rst_n;
output reg [6:0] cnt;
always @(posedge clk, negedge rst_n)
begin
if (~rst_n) cnt <= 7'b0;  
else if (cnt == 99) cnt <= 7'b0;
else cnt <= cnt + 1;
end
endmodule
$ cat flow/run.sh
#!/bin/bash
# OpenROAD 26Q1-2900-gdf79404cd8, Yosys 0.63+post, stock flow scripts
make -C /OpenROAD-flow-scripts/flow DESIGN_CONFIG=/design/flow/config.mk WORK_HOME=/design/flow/orfs finish
$ cat flow/config.mk
export PLATFORM = sky130hd
export DESIGN_NAME = counter_loop
export DESIGN_NICKNAME = counter_loop
export VERILOG_FILES = /design/flow/design.v
export SDC_FILE = /design/flow/constraint.sdc
export NUM_CORES = 4
export LEC_CHECK = 1
export CORE_AREA = 10 10 70 70
export DIE_AREA = 0 0 80 80
$ cat flow/constraint.sdc
current_design counter_loop

set clk_period 1.4
set clk_io_pct 0.2

create_clock -name clk0 -period $clk_period [get_ports {clk}]

set non_clock_inputs [all_inputs -no_clocks]
set_input_delay [expr $clk_period * $clk_io_pct] -clock clk0 $non_clock_inputs
set_output_delay [expr $clk_period * $clk_io_pct] -clock clk0 [all_outputs]
==> impl_metrics.py <==
# Flow results
metrics = {
    "status": {
        "outcome": "complete, no violations",
    },
    "synth": {
        "yosysSeqAreaShare_pct": 54.5,
        "mux_area_share_pct": 3.11,
        "xor_area_share_pct": 8.17,
        "ys_sh_aoi_pct": 3.89,
        "ys.flops": 7,
        "synthAdderAreaFrac_pct": 3.89,
        "synth_cells": 28,
        "synth_area_per_cell_um2": 11.5,
        "ys_sh_simple_pct": 26.5,
        "synth.area.top_cells": "dfrtp_1 (54%), xnor2_1 (8.2%), nand3_1 (4.7%)",
        "ys_warn_count": 1,
        "syn-cell-area_um2": 322,
        "logic_family": "simple AND/OR/NAND/NOR gates",
        "yosysTopAreaCellShare_pct": 54.5,
        "top_area_cell": "dfrtp_1",
        "yosysCellCount": 28,
        "yosysUniqueCellTypes": 14,
        "yosys-stat-area_um2": 322,
    },
    "clock_tree": {
        "clk_pin_slew_ps": 50,
        "cts_tree": "built",
        "cts_sinks": 7,
        "cts-hold-fix-buffers": 0,
        "insertion_delay_ps": 240,
        "h-tree-depth": 1,
        "numCtsBuffers": 3,
        "cts_root_buffer": "clkbuf_4",
        "cts_buffer_depth": 2,
    },
    "pwr": {
        "combPwrFrac_pct": 1.6,
        "p_per_area_nw_per_um2": 716,
        "p_sw_share_pct": 18.4,
        "p_int_uw": 313,
        "finalPower_uw": 384,
        "clock_power_share_pct": 45.7,
        "seq_power_share_pct": 52.7,
        "ir_drop_v": 0.000262,
        "p_leak_nw": 0.251,
        "p_sw_uw": 70.9,
    },
    "sta": {
        "setup_viol_count_final": 0,
        "report.final.slew_viol_count": 0,
        "skew_ps": 3.94,
        "layout_worst_path_cycle_share_pct": 95.2,
        "relSlewSlack_pct": 79.3,
        "rsz0062_at_grt": "no",
        "timing_hold_violations_final": 0,
        "finalSetupTns_ps": 0,
        "fin_crit_ps": 1330,
        "setup_slack_ps": 67.0,
        "fmax_mhz": 750,
        "worstMarginPinSlew_ps": 310,
    },
    "routing": {
        "dr.pass1.iters": 2,
        "drtIter0Drc": 1,
        "antenna_cells": 0,
        "remaining_drc_errors": 0,
        "ant_nets": 0,
        "vias": 277,
        "route.final.wire_length_um": 792,
        "wl_per_cell_um": 8.61,
        "via_per_inst": 3.01,
    },
    "hold_path": {
        "hold_path.class": "primary input to async pin",
    },
    "floorplanning": {
        "std_cell_rows": 21,
        "ios": 9,
        "die_h_um": 80,
        "coreArea_um2": 3420,
        "die-width_um": 80,
        "chipArea_um2": 6400,
        "initCoreUtil_pct": 9.41,
    },
    "global_routing": {
        "grt_first_pass_wirelength_um": 1430,
        "grt_use_total_pct": 2.74,
        "grt_max_degree": 8,
        "antenna_found_initial": 0,
        "grt-ovfl-total": 0,
        "grt_pass1_vias": 309,
    },
    "setup_path": {
        "cpPeakStageDelay_ps": 460,
        "critPathLaunchType": "register",
        "crit_family": "buffers and inverters",
        "crit_path_max_fanout": 2,
        "worstPathRequired_ps": 1120,
        "cp.arrival_ps": 1050,
        "cp_slowest_cell": "clkdlybuf4s50_1",
        "worstSetupEndpointType": "primary output",
        "crit_buf_inv": 1,
        "path_cells": "clkdlybuf4s50_1",
        "criticalPathCategory": "register to primary output",
    },
    "placed_design": {
        "placed_cells": 82,
        "portBuffers": 8,
        "gp_congestion": 0.694,
        "hpwl_um": 611,
        "pre_cts_ws_ps": 151,
    },
    "layout": {
        "regArea_um2": 178,
        "largest_register_ffs": 7,
        "instances_no_fill": 92,
        "regMostFlops": "cnt",
        "syn2layout_area_growth_pct": 66.9,
        "drive_gt1_share_pct": 30.4,
        "reg.largest.list": "cnt (7)",
        "final_util_pct": 15.7,
        "nFillCells": 391,
        "logic_area_um2": 146,
    },
    "run": {
        "maxCapViolCount": 0,
        "tool_warnings": 25,
    },
}
cell usage in the layout (no fill, tap or decap):
| master | instances |
|---|---|
| and2_1 | 1 |
| xnor2_1 | 3 |
| nor3_2 | 1 |
| clkbuf_1 | 1 |
| mux2i_1 | 1 |
| nand4_1 | 1 |
| or3_4 | 1 |
| dlymetal6s2s_1 | 2 |
| a31oi_1 | 2 |
| nand3_1 | 3 |
| dlygate4sd2_1 | 1 |
| clkdlybuf4s50_1 | 5 |
| dfrtp_2 | 2 |
| clkbuf_4 | 3 |
| dfrtp_1 | 5 |
| nor2_4 | 1 |
| ha_1 | 1 |
| and3_1 | 1 |
| nor2_1 | 3 |
| nand2_1 | 2 |
| buf_4 | 6 |
per-layer routing:
layer	share of wire, %	GRT usage, %
met1	34	2.63
met5	0	0
met4	1.5	0.880
met2	61	5.30
met3	2.7	0.909
cell type report:
type	instances	share of cell area [%]
Sequential cell	7	33.1
Multi-Input combinational cell	21	27.3
Tap cell	46	10.7
Timing Repair Buffer	14	24.0
Clock buffer	4	4.90
synthesized netlist by cell type:
cell type	instances
nor2_4	1
nand3_1	3
nor3_2	1
nand2_1	2
xnor2_1	3
mux2i_1	1
and2_1	1
nand4_1	1
ha_1	1
and3_1	1
or3_4	1
a31oi_1	2
dfrtp_1	7
nor2_1	3
per-stage QoR:
step	hold slack, ps	instance area (um^2)
after floorplan	-15.6	322
after global placement	490	459
after detailed placement	491	459
after CTS	292	532
after global routing	307	537
final	290	537
worst paths after layout:
kind,startpoint,to,slack (ps),cells after the start
min in group clk0,cnt[0]$_DFF_PN0_,cnt[0]$_DFF_PN0_,530,2
setup reg to reg,cnt[2]$_DFF_PN0_,cnt[5]$_DFF_PN0_,130,4
hold reg to reg,cnt[0]$_DFF_PN0_,cnt[0]$_DFF_PN0_,530,2
max in group asynchronous,rst_n,cnt[5]$_DFF_PN0_,850,1
hold / removal,rst_n,cnt[4]$_DFF_PN0_,290,1
setup / recovery,cnt[2]$_DFF_PN0_,cnt[2],70,1
logic make-up after synthesis:
kind of cell,after synthesis
xor+xnor,3
fa+ha+maj,1
simple gates,14
compound gates,2
flops,7
mux,1
power groups by stage:
stage,clock network (mW),registers (mW),logic [mW]
4_1_cts,0.185,0.203,0.00645
5_1_grt,0.202,0.202,0.00726
6_report,0.176,0.203,0.00613
what timing repair did:
| action | in CTS | in global routing |
|---|---|---|
| pin swaps | 0 | 0 |
| setup endpoints to repair | 7 | 2 |
| buffers inserted | 6 | 0 |
| gates cloned | 0 | 0 |
| gates resized | 3 | 2 |
Power and IR drop assume default switching activity.
